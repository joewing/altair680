File: flow/run.sh
#!/bin/bash
# OpenROAD 26Q1-2900-gdf79404cd8, Yosys 0.63+post, stock flow scripts
make -C /OpenROAD-flow-scripts/flow DESIGN_CONFIG=/design/flow/config.mk WORK_HOME=/design/flow/orfs finish
File: flow/config.mk
export PLATFORM = sky130hd
export DESIGN_NAME = keyboard
export DESIGN_NICKNAME = keyboard
export VERILOG_FILES = /design/flow/design.v
export SDC_FILE = /design/flow/constraint.sdc
export NUM_CORES = 4
export LEC_CHECK = 1
export CORE_UTILIZATION = 50
File: flow/constraint.sdc
current_design keyboard

set clk_period 5.7
set clk_io_pct 0.2

create_clock -name clk0 -period $clk_period [get_ports {clk_in}]

set non_clock_inputs [all_inputs -no_clocks]
set_input_delay [expr $clk_period * $clk_io_pct] -clock clk0 $non_clock_inputs
set_output_delay [expr $clk_period * $clk_io_pct] -clock clk0 [all_outputs]
File: flow/design.v
module ps2_port(rst_in, clk_in, ps2_data_in, ps2_clk_in, data_out, ready_out);
   input wire rst_in;
   input wire clk_in;
   input wire ps2_data_in;
   input wire ps2_clk_in;
   output reg [7:0] data_out;
   output reg ready_out;
   reg ps2_data;
   reg ps2_clk;
   always @(posedge clk_in) begin
      ps2_data <= ps2_data_in;
      ps2_clk <= ps2_clk_in;
   end
   reg [3:0] state;
   wire [3:0] next_state = state + 1;
   reg got_clk;
   always @(posedge clk_in) begin
      if (rst_in) begin
         state <= 0;
         data_out <= 0;
         got_clk <= 0;
         ready_out <= 0;
      end else if (~ps2_clk & ~got_clk) begin
         case (state)
            1, 2, 3, 4, 5, 6, 7, 8:
               begin
                  data_out <= {ps2_data, data_out[7:1]};
                  state <= next_state;
                  ready_out <= 0;
               end
            9:
               begin
                  state <= 10;
                  ready_out <= 1;
               end
            10:
               begin
                  state <= 0;
                  ready_out <= 0;
               end
            default:
               begin
                  state <= ps2_data ? 0 : 1;
                  ready_out <= 0;
               end
         endcase
         got_clk <= 1;
      end else begin
         ready_out <= 0;
         if (ps2_clk) got_clk <= 0;
      end
   end
endmodule
module keyboard_decoder(rst_in, clk_in, data_in, valid_in,
                        data_out, valid_out);
   input wire rst_in;
   input wire clk_in;
   input wire [7:0] data_in;
   input wire valid_in;
   output reg [7:0] data_out;
   output reg valid_out;
   reg shift_pressed;
   reg is_shift;
   reg is_release;
   reg is_extended;
   always @(*) begin
      data_out = 0;
      is_shift = 0;
      is_release = 0;
      is_extended = 0;
      case (data_in)
         8'hF0:    
            is_release = 1;
         8'hE0:    
            is_extended = 1;
         8'h76:    
            data_out = 8'h1B;
         8'h0E:    
            data_out = shift_pressed ? 8'h7E : 8'h60;
         8'h16:    
            data_out = shift_pressed ? 8'h21 : 8'h31;
         8'h1E:    
            data_out = shift_pressed ? 8'h40 : 8'h32;
         8'h26:    
            data_out = shift_pressed ? 8'h23 : 8'h33;
         8'h25:    
            data_out = shift_pressed ? 8'h24 : 8'h34;
         8'h2E:    
            data_out = shift_pressed ? 8'h25 : 8'h35;
         8'h36:    
            data_out = shift_pressed ? 8'h5E : 8'h36;
         8'h3D:    
            data_out = shift_pressed ? 8'h26 : 8'h37;
         8'h3E:    
            data_out = shift_pressed ? 8'h2A : 8'h38;
         8'h46:    
            data_out = shift_pressed ? 8'h28 : 8'h39;
         8'h45:    
            data_out = shift_pressed ? 8'h29 : 8'h30;
         8'h4E:    
            data_out = shift_pressed ? 8'h5F : 8'h2D;
         8'h55:    
            data_out = shift_pressed ? 8'h2B : 8'h3D;
         8'h66:    
            data_out = 8'h08;
         8'h0D:    
            data_out = 8'h09;
         8'h15:    
            data_out = 8'h51;
         8'h1D:    
            data_out = 8'h57;
         8'h24:    
            data_out = 8'h45;
         8'h2D:    
            data_out = 8'h52;
         8'h2C:    
            data_out = 8'h54;
         8'h35:    
            data_out = 8'h59;
         8'h3C:    
            data_out = 8'h55;
         8'h43:    
            data_out = 8'h49;
         8'h44:    
            data_out = 8'h4F;
         8'h4D:    
            data_out = 8'h50;
         8'h54:    
            data_out = shift_pressed ? 8'h7B : 8'h5B;
         8'h5B:    
            data_out = shift_pressed ? 8'h7D : 8'h5D;
         8'h5D:    
            data_out = shift_pressed ? 8'h7C : 8'h5C;
         8'h1C:    
            data_out = 8'h41;
         8'h1B:    
            data_out = 8'h53;
         8'h23:    
            data_out = 8'h44;
         8'h2B:    
            data_out = 8'h46;
         8'h34:    
            data_out = 8'h47;
         8'h33:    
            data_out = 8'h48;
         8'h3B:    
            data_out = 8'h4A;
         8'h42:    
            data_out = 8'h4B;
         8'h4B:    
            data_out = 8'h4C;
         8'h4C:    
            data_out = shift_pressed ? 8'h3A : 8'h3B;
         8'h52:    
            data_out = shift_pressed ? 8'h22 : 8'h27;
         8'h5A:    
            data_out = 8'h0A;     
         8'h12, 8'h59:    
            is_shift = 1;
         8'h1A:    
            data_out = 8'h5A;
         8'h22:    
            data_out = 8'h58;
         8'h21:    
            data_out = 8'h43;
         8'h2A:    
            data_out = 8'h56;
         8'h32:    
            data_out = 8'h42;
         8'h31:    
            data_out = 8'h4E;
         8'h3A:    
            data_out = 8'h4D;
         8'h41:    
            data_out = shift_pressed ? 8'h3C : 8'h2C;
         8'h49:    
            data_out = shift_pressed ? 8'h3E : 8'h2E;
         8'h4A:    
            data_out = shift_pressed ? 8'h3F : 8'h2F;
         8'h29:    
            data_out = 8'h20;
      endcase
   end
   localparam STATE_IDLE      = 0;
   localparam STATE_EXTENDED  = 1;
   localparam STATE_RELEASE   = 2;
   localparam STATE_ERELEASE  = 3;
   reg [1:0] state;
   always @(posedge clk_in) begin
      if (rst_in) begin
         state <= STATE_IDLE;
         shift_pressed <= 0;
         valid_out <= 0;
      end else if (valid_in) begin
         case (state)
            STATE_IDLE:
               case (1'b1)
                  is_release:    state <= STATE_RELEASE;
                  is_extended:   state <= STATE_EXTENDED;
                  is_shift:      shift_pressed <= 1;
                  default:       valid_out <= |data_out;
               endcase
            STATE_EXTENDED:
               state <= is_release ? STATE_ERELEASE : STATE_IDLE;
            STATE_RELEASE:
               begin
                  if (is_shift) shift_pressed <= 0;
                  state <= STATE_IDLE;
               end
            STATE_ERELEASE:
               state <= STATE_IDLE;
         endcase
      end else begin
         valid_out <= 0;
      end
   end
endmodule
module keyboard(rst_in, clk_in, ps2_data_in, ps2_clk_in, data_out, ready_out);
   input wire rst_in;
   input wire clk_in;
   input wire ps2_data_in;
   input wire ps2_clk_in;
   output reg [7:0] data_out;
   output reg ready_out;
   wire [7:0] scan_code;
   wire scan_ready;
   ps2_port ps2(rst_in, clk_in, ps2_data_in, ps2_clk_in,
                scan_code, scan_ready);
   wire [7:0] ascii_code;
   wire ascii_ready;
   keyboard_decoder kd(rst_in, clk_in, scan_code, scan_ready,
                       ascii_code, ascii_ready);
   always @(posedge clk_in) begin
      if (rst_in) begin
         data_out <= 0;
         ready_out <= 0;
      end else begin
         data_out <= ascii_code;
         ready_out <= ascii_ready;
      end
   end
endmodule
==> flow_summary.yaml <==
# flow metrics
outcome:
  status: "finished, final reports clean"
placement:
  placed_area_sq_um: 2500
  port_buffers: 11
  hpwl_mm: 4.38
  place_congestion: 1.00
synth:
  synth_seq_share_pct: 24.7
  yosys.area.top_type: "dfxtp_1"
  edf_count: 0
  avgSynthCellArea_sq_um: 7.59
  top_area_share_pct: 24.7
  synth.most_common_cell: "nor2_1"
  netlist_top_cells_count: "nor2_1 (45), dfxtp_1 (30), a21oi_1 (22)"
  synthArstFlopShare_pct: 0
  yosysCellCount: 320
  syn_inst: 320
  syn_area_sq_um: 2430
  yosys_warnings: 3
  ys_top_cells_by_area: "dfxtp_1 (25%), nor2_1 (7.0%), a21oi_1 (4.5%)"
  synthDistinctLibCells: 69
  synthFlopType: "dfxtp_1"
  ys_ff: 30
  yosys-stat-area_sq_um: 2430
worst_hold_path:
  hold_path_end: "ps2.got_clk"
  hold_depth: 1
  hp-class: "reg -> reg"
  hold_start: "ps2.ps2_clk"
floorplanning:
  die-height_um: 71.7
  coreArea_sq_um: 4500
  die_area_sq_um: 5140
  rows: 24
  fp-utilization_pct: 53.9
  io_pins: 13
  die_w_um: 71.7
timing:
  finalCritPeriodShare_pct: 51.1
  fin_skew_ps: 6.70
  fin_crit_ps: 2910
  hold_viol: 0
  rsz0062_at_grt: "false"
  worst_pin_slew_ps: 849
  drv_slew: 0
  slew_headroom_pct: 43.3
  max_freq_ghz: 0.343
  finalSetupViolations: 0
  hold_slack_ps: 446
  setup_tns_ps: 0
cts:
  cts_buffer_depth: 2
  clock_sinks: 30
  root_buffer: "clkbuf_8"
  postCtsHoldBufs: 0
  cts_tree: "yes"
  cts_max_level: 2
  worstSkewPairLatency_ps: 280
  post_cts_resized: 0
  clkTransAtPathRegs_ps: 60
  cts_buffers: 5
  post_cts_buffers: 0
cells_and_area:
  stdcell_area_sq_um: 2590
  final_core_util_pct: 57.5
  synthToLayoutAreaGrowth_pct: 6.65
  drive_gt1_share_pct: 8.28
drt:
  diodes: 0
  drtAntennaViolNets: 0
  dr.first_iter.drc_count: 288
  route.detailed.drc: 0
  drtPass1Iterations: 5
  num_vias: 2450
  vias_per_cell: 6.69
  wl_mm: 6.38
  routedWlPerCell_um: 17.4
setup_path:
  timing.rr.start: "ps2.data_out[5]"
  r2r-end: "kd.valid_out"
  r2r_slack_ps: 2790
  worstPathCellList: "nand4bb_1 > nor2_1 > a221o_1 > or4_1 > a311oi_1 > and4b_1 > a31oi_1"
  reg2reg_depth: 7
  required_ps: 5870
  cp-end-kind: "flip-flop"
  startpoint_type: "flip-flop"
  cp_slowest_cell: "dfxtp_1"
  crit_arrival_ps: 3080
  crit_start: "ps2.data_out[5]"
  worstPathMaxFanout: 24
  critPathMaxStageDelay_ps: 790
  path_class: "reg -> reg"
pwr:
  power_density_nw_per_um2: 160
  finalPower_mw: 0.414
  p_leak_nw: 0.895
  vdd_drop_max_v: 0.000148
flow_run:
  maxCapViolations: 0
  warnings: 30
global_routing:
  grt_max_degree: 38
  grt.overflow.total: 0
  grt_use_total_pct: 26.6
  grt_pass1_wl_mm: 10.7
  grt_pass1_vias: 2203
  grt_antenna_before_repair: 0
## registers in the layout (all words and copies together), names as in the netlist, 4 cells and up
name	flops
kd.state	4
data_out	7
ps2.state	4
ps2.data_out	8
## layout make-up
class                           count  area (sq um)
Fill cell                         432          1920
Multi-Input combinational cell    247          1620
Sequential cell                    30           601
Timing Repair Buffer               20           178
Clock buffer                        7          86.3
Tap cell                           52          65.1
Inverter                            9          33.8
Clock inverter                      1          5.00
## through the flow
step | cells | setup WS [ps]
after floorplan | 320 | 3470
after global placement | 358 | 2840
after detailed placement | 358 | 2810
after CTS | 366 | 2810
after global routing | 366 | 2630
final | 366 | 2790
## how the worst max path moves through the flow
| stage | endpoint | slack, ps |
|---|---|---|
| after CTS | kd.valid_out | 2810 |
| after global routing | kd.valid_out | 2630 |
| final | kd.valid_out | 2790 |
## placed cells by master (no fill, tap or decap), types with 3 or more instances in the layout
cell type,instances
a22oi_1,3
dfxtp_1,30
nor3_1,6
or4bb_1,3
a31oi_1,3
nand2_1,10
nor4_1,7
nor4b_1,5
nand3_1,7
o22ai_1,4
buf_4,9
inv_1,7
nor2_1,45
a211oi_1,7
ha_1,4
a311oi_1,5
o32ai_1,5
nand2b_1,10
nor3b_1,3
mux2i_1,8
o21ai_0,14
nand4_1,4
a41oi_1,3
and2_1,3
o31ai_1,3
nor2b_1,9
a221o_1,4
clkdlybuf4s50_1,11
clkbuf_8,6
a21oi_1,22
xnor2_1,4
## cells by family after synthesis
group / Yosys count / share of synthesized area, %
compound gates: 89 / 25.5
buf+inv: 43 / 8.51
simple gates: 138 / 33.1
mux: 9 / 3.76
xor+xnor: 6 / 2.16
flops: 30 / 24.7
fa+ha+maj: 4 / 2.06
other cells: 1 / 0.154
## worst max-delay path, delay by kind of cell (launching register included)
kind / cells / cell delay (ps)
flip-flops: 1 / 790
AND/OR/NAND/NOR: 4 / 1280
AND-OR/OR-AND: 3 / 740
## where the power goes
part / internal [mW] / switching, mW
logic: 0.0111 / 0.0141
registers: 0.213 / 0.00519
clock network: 0.0971 / 0.0742
## layer usage
layer | vias up | global-route usage (%) | share of wire [%]
li1 | 1181 | - | -
met1 | 1122 | 41.3 | 45
met2 | 130 | 38.3 | 43
met3 | 17 | 5.28 | 9.3
met4 | 0 | 7.19 | 2.7
met5 | - | 0 | 0
Power figures rest on the tool's default switching activity, not on a simulated workload.
