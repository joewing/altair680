[config.mk]
export PLATFORM = sky130hd
export DESIGN_NAME = fifo
export DESIGN_NICKNAME = fifo
export VERILOG_FILES = /design/flow/design.v
export SDC_FILE = /design/flow/constraint.sdc
export NUM_CORES = 4
export LEC_CHECK = 1
export CORE_UTILIZATION = 40
[run.sh]
#!/bin/bash
# OpenROAD 26Q1-2900-gdf79404cd8, Yosys 0.63+post, stock flow scripts
make -C /OpenROAD-flow-scripts/flow DESIGN_CONFIG=/design/flow/config.mk WORK_HOME=/design/flow/orfs finish
[constraint.sdc]
current_design fifo

set clk_period 4.3
set clk_io_pct 0.2

create_clock -name clk0 -period $clk_period [get_ports {clk_in}]

set non_clock_inputs [all_inputs -no_clocks]
set_input_delay [expr $clk_period * $clk_io_pct] -clock clk0 $non_clock_inputs
set_output_delay [expr $clk_period * $clk_io_pct] -clock clk0 [all_outputs]
[design.v]
module fifo(rst_in, clk_in, data_in, write_in, read_in,
            data_out, empty_out, full_out);
   parameter word_bits = 8;       
   parameter depth_bits = 3;      
   parameter depth = 1 << depth_bits;
   input wire rst_in;
   input wire clk_in;
   input wire [word_bits - 1:0] data_in;
   input wire write_in;
   input wire read_in;
   output wire [word_bits - 1:0] data_out;
   output wire empty_out;
   output wire full_out;
   reg [depth_bits - 1:0] read_offset;
   reg [depth_bits - 1:0] write_offset;
   reg [depth_bits : 0] data_size;
   reg [word_bits - 1:0] data [depth - 1:0];
   always @(posedge clk_in) begin
      if (rst_in) begin
         data_size <= 0;
      end else begin
         if (read_in & ~write_in)      data_size <= data_size - 1;
         else if (write_in & ~read_in) data_size <= data_size + 1;
      end
   end
   always @(posedge clk_in) begin
      if (rst_in) begin
         write_offset <= 0;
      end else if (write_in) begin
         data[write_offset] <= data_in;
         write_offset <= write_offset + 1;
      end
   end
   wire [depth_bits - 1:0] next_read_offset = read_offset + 1;
   always @(posedge clk_in) begin
      if (rst_in) begin
         read_offset <= 0;
      end else if (read_in) begin
         read_offset <= next_read_offset;
      end
   end
   assign data_out = data[read_offset];
   assign empty_out = data_size == 0;
   assign full_out = data_size == depth;
endmodule
==> flow_summary.toml <==
# yosys + openroad results
[worst_hold_path]
holdCritStartpoint = "read_offset[2]$_SDFFE_PP0P_"
worstHoldEndpoint = "read_offset[2]$_SDFFE_PP0P_"
min_path_type = "flip-flop to flip-flop"
worst_hold_path.num_cells = 2

[placement]
place.gp.congestion = 0.8031
place_area_um2 = 3451
hpwlAfterDp_um = 3146
place.port_buffers = 21

[clock_tree]
cts_tree = "done"
clock_sinks = 77
cts_max_level = 3
ctsHoldBuffers = 0
cts_resized = 0
post-cts-setup-buffers = 0
clk_path_buf_depth = 2
cts-root-buf = "clkbuf_8"
insertion_delay_ns = 0.34
clkTransAtPathRegs_ns = 0.07
cts_made_buffers = 9

[global_routing]
grt_pass1_wl_um = 7969
grt_pass1_vias = 1565
grt_usage_pct = 14.15
grt_max_degree = 18
overflow = 0
grt_antenna_before_repair = 0

[routing]
drc = 0
topRoutingLayerUsed = "met4"
antenna_cells_inserted = 0
drt-total-wl_um = 5079
wl_met1_um = 2187
wl_met3_um = 487
avgViaCountPerCell = 5.000
vias = 1505
antenna_left = 0
first_pass_iters = 4
wl_per_cell_um = 16.87
drt_iter0_drc = 40
met2_length_um = 2343

[final_timing]
finalSetupViolCount = 0
fin_setup_tns_ns = 0
rsz0062_at_grt = "false"
relSlewSlack_pct = 36.32
skew_ns = 0.005718
period_used_pct = 81.34
slew_viol_final = 0
max_freq_ghz = 0.2859
finalCriticalPeriod_ns = 3.498
hold_viol_final = 0
tightest_slew_ns = 0.9538

[critical_path]
crit_fanout = 16
r2r-start = "write_offset[0]$_SDFFE_PP0P_"
endpoint_kind = "primary output"
r2r_slack_ns = 2.45
worstPathArrival_ns = 2.64
start_kind = "flip-flop"
crit_type = "flip-flop to primary output"
cp.required_ns = 3.44
rr_worst_depth = 3
timing.rr.end = "data[1][0]$_DFFE_PP_"

[logic_synthesis]
synth_stat.cells = 166
avgSynthCellArea_um2 = 18.75
ys_seq_share_pct = 70.10
ys_types = 29
synth_area_um2 = 3113
ys_area_um2 = 3113
synth_flops = 77
yosysWarnings = 1
syn_inst = 166

[power]
leakagePower_nw = 1.234
peakVddDrop_uv = 303.9
powerDensity_nw_per_um2 = 422.8

[cells_and_area]
drive_gt1_share_pct = 15.84
lay_top_count = "edfxtp_1"
fillerInstances = 621
area_growth_pct = 17.40
final_area_um2 = 3655
mostFrequentLayoutCells = "edfxtp_1, clkdlybuf4s50_1, nor2_1"

[die]
die_w_um = 90.22
core_area_um2 = 7370
dieArea_um2 = 8140
fp-utilization_pct = 42.24
die_h_um = 90.22
io_pins = 22
fp-row-count = 31

[job]
log.warning_count = 26
drv_cap = 0

[run_status]
outcome = "completed"
[metal layers]
layer	up-vias	track usage (%)
li1	721	-
met1	723	20.02
met2	55	20.61
met3	6	8.935
met4	0	1.478
met5	-	0
[critical path, cell delays in order (launching register included)]
cell	delay, ns
dfxtp_1	0.95
mux4_1	0.66
mux2_2	0.28
clkdlybuf4s50_1	0.41
[worst max path at each step]
| stage | cells after the start | start | endpoint | slack, ns |
|---|---|---|---|---|
| 4_1_cts | 3 | flip-flop | data_out[2] | 0.73 |
| 5_1_grt | 3 | flip-flop | data_out[2] | 0.61 |
| 6_report | 3 | flip-flop | data_out[2] | 0.80 |
[synth_stat cells, drive strengths merged]
cell / number / share of area (%)
edfxtp: 64 / 62
nor2: 18 / 2.2
mux4: 16 / 13
dfxtp: 13 / 8.4
mux2: 9 / 3.3
buf: 5 / 1.4
ha: 5 / 2.0
nand2: 5 / 0.60
xor2: 5 / 1.4
clkbuf: 3 / 0.36
mux2i: 3 / 0.96
nor4: 3 / 0.60
a21oi: 2 / 0.32
nand2b: 2 / 0.40
o21ai: 2 / 0.32
xnor2: 2 / 0.56
a32o: 1 / 0.32
inv: 1 / 0.12
nand3b: 1 / 0.24
nor2b: 1 / 0.20
nor3b: 1 / 0.24
nor4b: 1 / 0.28
o22ai: 1 / 0.20
or3: 1 / 0.20
or3b: 1 / 0.28
[logic make-up after synthesis]
logic type      share of synthesized area (%)
compound gates                          1.166
xor+xnor                                1.969
fa+ha+maj                               2.010
buf+inv                                 1.929
flops                                   70.10
mux                                     17.60
simple gates                            5.226
[power by group]
part	switching, mW	internal, mW
Combinational	0.0449	0.0865
Clock	0.238	0.321
Sequential	0.0277	0.827
[registers in the layout (all words and copies together), names as in the netlist, named ones only]
signal,count
read_offset,3
data_size,4
data,64
write_offset,3
[stage by stage]
stage	power (mW)	hold slack (ns)	instances	util [%]	setup WS, ns
5_1_grt	1.610	0.5674	301	49.59	0.6065
2_1_floorplan	0.9446	0.4847	166	-	2.009
3_5_place_dp	1.006	0.5248	286	46.83	1.113
3_3_place_gp	0.9994	0.5139	286	46.83	1.141
6_report	1.545	0.5350	301	49.59	0.8025
4_1_cts	1.564	0.5409	301	49.59	0.7340
[final cells by class]
type	instances	area, um^2	area share [%]
flip-flops and latches	77	2182	59.71
multi-input cells	80	870.8	23.83
repair buffers	29	270.3	7.395
clock buffers	10	127.6	3.492
well taps	99	123.9	3.389
clock inverters	5	76.32	2.088
inverters	1	3.754	0.1027
Power figures rest on the tool's default switching activity, not on a simulated workload.
